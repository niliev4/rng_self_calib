==> /design/flow/design.v <==
module fsm_comb_rng (
           pres_state,
           bit_a,
           bit_b,
           bit_c,
           bit_d,
           nconf1,
           nconf0,
           pconf1,
           pconf0,
           clkconf1,
           clkconf0,
           next_state
   );
   input [4:0]  pres_state;
    input   bit_a;
    input   bit_b;
    input   bit_c;
    input   bit_d;
    input [3:0] nconf1;
    input [3:0] nconf0;
    input [3:0] pconf1;
    input [3:0] pconf0;
    input [3:0] clkconf1;
    input [3:0] clkconf0;
   output [4:0] next_state;
parameter idle=5'd0,nconf1_eq_min=5'd1,nconf1_dec=5'd2,nconf0_eq_max=5'd3,nconf0_inc=5'd4;
parameter pconf1_eq_min=5'd5,pconf1_dec=5'd6,pconf0_eq_max=5'd7,pconf0_inc=5'd8;
parameter clkconf1_eq_min=5'd9,clkconf1_dec=5'd10,clkconf0_eq_max=5'd11,clkconf0_inc=5'd12;
parameter start_bit_a_0=5'd13, start_bit_b_0=5'd14, start_bit_c_0=5'd15, start_bit_d_0=5'd16;
reg [4:0] next_state;
always @( *  )
begin
  case ( pres_state)
    idle : 
     begin
       if ( bit_a == 1'b1  )
         begin
             next_state = nconf1_eq_min;
         end
        else
        begin
             next_state = start_bit_a_0;
        end
     end
    nconf1_eq_min : 
      begin
         if ( nconf1 == 5'd1 )
            next_state = nconf0_eq_max;
          else
             next_state = nconf1_dec;
      end
   nconf0_eq_max : 
      begin
         if ( nconf0 == 5'd2 )
            next_state = pconf1_eq_min;
         else
              next_state = nconf0_inc;
      end
   nconf1_dec : 
      begin
         if ( bit_b == 1'b1 )
             next_state = nconf1_eq_min; 
         else
              next_state = start_bit_b_0;
      end
   nconf0_inc : 
      begin
         if ( bit_c == 1'b1 )
           next_state = nconf1_eq_min ;
         else
              next_state = start_bit_c_0;
      end
    pconf1_eq_min : 
      begin
         if ( pconf1 == 5'd1 )
            next_state = pconf0_eq_max;
          else
             next_state = pconf1_dec;
      end
   pconf0_eq_max : 
      begin
         if ( pconf0 == 5'd2 )
            next_state = clkconf1_eq_min;
         else
              next_state = pconf0_inc;
      end
   pconf1_dec : 
      begin
         if ( bit_d == 1'b1 )
             next_state = pconf1_eq_min; 
         else
              next_state = start_bit_d_0;
      end
   pconf0_inc : 
      begin
         if ( bit_a == 1'b1 )
           next_state = pconf1_eq_min ;
         else
              next_state = start_bit_a_0;
      end
    clkconf1_eq_min : 
      begin
         if ( clkconf1 == 5'd1 )
            next_state = clkconf0_eq_max;
          else
             next_state = clkconf1_dec;
      end
   clkconf0_eq_max : 
      begin
         if ( clkconf0 == 5'd2 )
            next_state = nconf1_eq_min;
         else
              next_state = clkconf0_inc;
      end
   clkconf1_dec : 
      begin
         if ( bit_b == 1'b1 )
             next_state = clkconf1_eq_min; 
         else
              next_state = start_bit_b_0;
      end
   clkconf0_inc : 
      begin
         if ( bit_c == 1'b1 )
           next_state = clkconf1_eq_min ;
         else
              next_state = start_bit_c_0;
      end
     default :
         begin
             next_state = idle;
         end
 endcase
end
endmodule  
module  rng_self_calib_v2 (
        input  clk,
        input   resetb,
        input  start,
        input  bit_from_inv_pair,
        output wire [3:0] pres_state_out,
        output [3:0] nconf1,
        output [3:0] nconf0,
        output [3:0] pconf1,
        output [3:0] pconf0,
        output [3:0] clkconf1,
        output [3:0] clkconf0
);
parameter idle=5'd0,nconf1_eq_min=5'd1,nconf1_dec=5'd2,nconf0_eq_max=5'd3,nconf0_inc=5'd4;
parameter pconf1_eq_min=5'd5,pconf1_dec=5'd6,pconf0_eq_max=5'd7,pconf0_inc=5'd8;
parameter clkconf1_eq_min=5'd9,clkconf1_dec=5'd10,clkconf0_eq_max=5'd11,clkconf0_inc=5'd12;
parameter start_bit_a_0=5'd13, start_bit_b_0=5'd14, start_bit_c_0=5'd15, start_bit_d_0=5'd16;
reg [4:0] pres_state;
 wire [4:0] next_state;
 wire fsm_run;
 wire bit_a;
 wire bit_b;
 wire bit_c;
 wire bit_d;
parameter SIZE = 8;
reg [1:0] dff_array [0:7];
generate 
  genvar gi;
   for (gi=0;gi<SIZE;gi=gi+1) begin : genreg
      always @(posedge clk or negedge resetb )
      begin
         if ( ~resetb  )
           dff_array[gi] <= 0;
         else
           dff_array[gi] <= next_state[1:0];
      end
    end
endgenerate
assign nconf1[0] = dff_array[0] |
                   dff_array[1] |
dff_array[2] |
dff_array[3] |
dff_array[4] |
dff_array[5] |
dff_array[6] |
dff_array[7];
always @(posedge clk or negedge resetb )
begin
  if ( ~resetb  )
     pres_state <= idle;
  else
    pres_state <= next_state;
end
fsm_comb_rng  fsm_comb_rng (
               .pres_state  ( pres_state),
               .bit_a   ( bit_a ),
               .bit_b   ( bit_b ),
               .bit_c   ( bit_c ),
               .bit_d   ( bit_d ),
               .nconf1 (  nconf1[3:0] ),
               .nconf0 (  nconf0[3:0] ),
               .pconf1 (  pconf1[3:0] ),
               .pconf0 (  pconf0[3:0] ),
               .clkconf1 ( clkconf1[3:0]),
               .clkconf0 ( clkconf0[3:0]),
               .next_state ( next_state )
           );
assign pres_state_out = pres_state;
endmodule
==> /design/flow/run.sh <==
#!/bin/bash
# OpenROAD 26Q1-2900-gdf79404cd8, Yosys 0.63+post, stock flow scripts
make -C /OpenROAD-flow-scripts/flow DESIGN_CONFIG=/design/flow/config.mk WORK_HOME=/design/flow/orfs finish
==> /design/flow/config.mk <==
export PLATFORM = sky130hd
export DESIGN_NAME = rng_self_calib_v2
export DESIGN_NICKNAME = rng_self_calib_v2
export VERILOG_FILES = /design/flow/design.v
export SDC_FILE = /design/flow/constraint.sdc
export NUM_CORES = 4
export LEC_CHECK = 1
export CORE_AREA = 10 10 70 70
export DIE_AREA = 0 0 80 80
==> /design/flow/constraint.sdc <==
current_design rng_self_calib_v2

set clk_period 1.9
set clk_io_pct 0.2

create_clock -name clk0 -period $clk_period [get_ports {clk}]

set non_clock_inputs [all_inputs -no_clocks]
set_input_delay [expr $clk_period * $clk_io_pct] -clock clk0 $non_clock_inputs
set_output_delay [expr $clk_period * $clk_io_pct] -clock clk0 [all_outputs]
==> impl_metrics.env <==
# implementation run metrics
export IMPL_area_delta_synth_final_pct=7.64
export IMPL_clock_latency_ns=0.23
export IMPL_synthTopCellsByArea="buf_4, dfrtp_1, xnor2_1"
export IMPL_ys_flops=4
export IMPL_aoi_share_pct=9.87
export IMPL_synthMuxAreaShare_pct=0
export IMPL_cts_resized=0
export IMPL_top_area_share_pct=47.8
export IMPL_synth_largest_area_cell="buf_4"
export IMPL_layoutNonFillerInstCount=94
export IMPL_dieArea_sq_um=6400
export IMPL_reg_top3="pres_state (4)"
export IMPL_total_power_mw=0.195
export IMPL_syn_area_sq_um=393
export IMPL_largest_register_ffs=4
export IMPL_fmax_ghz=0.618
export IMPL_setup_violations_final=0
export IMPL_status="completed"
export IMPL_syn_inst=43
export IMPL_routed_wl_microns=718
export IMPL_ir_drop_mv=0.148
export IMPL_ant_nets=0
export IMPL_synth_chip_area_sq_um=393
export IMPL_synthTopLogicFamily="buffers and inverters"
export IMPL_htree_num_levels=1
export IMPL_syn_avg_cell_area_sq_um=9.14
export IMPL_place_inst=91
export IMPL_critical_path_cell_chain="clkdlybuf4s50_1"
export IMPL_synth_cell_type_count=15
export IMPL_most_common_layout_cells="conb_1, clkdlybuf4s50_1, dfrtp_1"
export IMPL_period_used_pct=85.2
export IMPL_cp_data_required_time_ns=1.52
export IMPL_holdCritPathClass="input port to async pin"
export IMPL_arrival_ns=1.24
export IMPL_drcViolationCount=0
export IMPL_clock_sinks=4
export IMPL_post_cts_setup_buffers=0
export IMPL_cts_hold_buffers=0
export IMPL_gr_total_overflow=0
export IMPL_io_pins=32
export IMPL_wl_per_cell_microns=7.64
export IMPL_cp_slowest_cell="clkdlybuf4s50_1"
export IMPL_fin_util_pct=12.4
export IMPL_worst_setup_path_end_kind="primary output"
export IMPL_firstDrtPassIters=2
export IMPL_nFillCells=402
export IMPL_drtIter0Drc=11
export IMPL_grt_start_max_net_pins=9
export IMPL_ys_sh_simple_pct=9.24
export IMPL_dieHeight_microns=80
export IMPL_cts_root_buf="clkbuf_4"
export IMPL_cp_buffers_inverters=1
export IMPL_num_rows=21
export IMPL_antenna_found_initial=0
export IMPL_io_buffers=6
export IMPL_fp_dieW_microns=80
export IMPL_diodes=0
export IMPL_cts_buffer_depth=2
export IMPL_worstSetupPathType="register to primary output"
export IMPL_pwr_density_cell_nw_per_um2=460
export IMPL_yosys_warnings=30
export IMPL_ys_seq_share_pct=25.5
export IMPL_leakage_nw=0.185
export IMPL_layout_top_cell="conb_1"
export IMPL_xor_share_pct=4.46
export IMPL_core_sq_um=3420
export IMPL_fp_util_pct=11.5
export IMPL_slowest_delay_ns=0.52
export IMPL_crit_path_start_kind="register"
export IMPL_period_needed_ns=1.62
export IMPL_cts_made_buffers=3
export IMPL_hold_viol=0
export IMPL_post_dp_hpwl_microns=609
export IMPL_final_setup_tns_ns=0
export IMPL_crit_family="buffers and inverters"
export IMPL_gr_usage_all_layers_pct=1.92
export IMPL_globalplace_congestion=0.704
export IMPL_final_max_slew_violation_count=0
export IMPL_largest_register="pres_state"
export IMPL_grt_first_pass_wirelength_microns=1030
export IMPL_ys_cells=43
export IMPL_grt_setup_unrepaired="no"
export IMPL_clk_pin_slew_ns=0.04
export IMPL_critPathMaxFanout=8
export IMPL_tritoncts="done"
export IMPL_vias=231
export IMPL_drive_above_1_share_pct=8.33
export IMPL_grt_pass1_vias=250
export IMPL_maxCapViolCount=0
export IMPL_vias_per_cell=2.46
export IMPL_log_warning_count=27
export IMPL_clock_skew_ns=0.00365
export IMPL_ys_sh_adder_pct=0
==> cell type report <==
cell class	instances	area [sq um]	share of cell area (%)
clock buffers	3	22.5	5.33
repair buffers	6	60.1	14.2
flip-flops and latches	4	100	23.7
multi-input cells	34	179	42.3
well taps	46	57.6	13.6
inverters	1	3.75	0.888
==> synthesized netlist by cell type <==
cell type and n:
buf_4 25, dfrtp_1 4, xnor2_1 2, a211oi_1 1
buf_2 1, conb_1 1, inv_1 1, nand2b_1 1
nand4b_1 1, nand4bb_1 1, nor2_1 1, o211ai_1 1
o21a_1 1, o32ai_2 1, or2_1 1
==> through the flow <==
step | instance area (sq um) | setup slack (ns) | hold WS [ns]
floorplan | 475 | 0.965 | 0.0844
global placement | 400 | 0.515 | 0.594
detailed placement | 400 | 0.506 | 0.595
CTS | 423 | 0.255 | 0.349
global route | 423 | 0.219 | 0.358
finish | 423 | 0.281 | 0.347
==> layer usage <==
layer	vias to the layer above	GRT usage (%)	part of all wire, %
li1	101	-	-
met2	21	2.65	42
met3	2	1.70	17
met1	107	2.20	40
met5	-	0	0
met4	0	0.352	0.56
==> logic make-up after synthesis <==
| family | count (synthesis) |
|---|---|
| xor+xnor | 2 |
| compound gates | 4 |
| other cells | 1 |
| flops | 4 |
| buf+inv | 27 |
| simple gates | 5 |
==> where the power goes <==
part           switching, mW  internal (mW)  total (mW)
clock network         0.0324         0.0705       0.103
registers                  0         0.0857      0.0857
logic                0.00422        0.00183     0.00604
total                 0.0366          0.158       0.195
==> final timing paths <==
path	startpoint	endpoint	slack, ns	cells past startpoint
worst max-delay path	pres_state[1]	pres_state_out[1]	0.28	1
worst min-delay path	resetb	pres_state[3]	0.35	1
worst max register to register	pres_state[1]	pres_state[2]	0.96	2
worst min register to register	pres_state[2]	pres_state[1]	0.60	1
max in group asynchronous	resetb	pres_state[0]	1.39	1
min in group clk0	pres_state[2]	pres_state[1]	0.60	1
No activity file was given, so power comes from the tool's default toggle rates.
